`flow/run.sh`:
```
#!/bin/bash
# OpenROAD 26Q1-2900-gdf79404cd8, Yosys 0.63+post, stock flow scripts
make -C /OpenROAD-flow-scripts/flow DESIGN_CONFIG=/design/flow/config.mk WORK_HOME=/design/flow/orfs finish
```
`flow/config.mk`:
```
export PLATFORM = sky130hd
export DESIGN_NAME = bitonic_sorting_top
export DESIGN_NICKNAME = bitonic_sorting_top
export VERILOG_FILES = /design/flow/design.v
export SDC_FILE = /design/flow/constraint.sdc
export NUM_CORES = 4
export LEC_CHECK = 1
export CORE_UTILIZATION = 50
export SYNTH_HDL_FRONTEND = slang
```
`flow/constraint.sdc`:
```
current_design bitonic_sorting_top

set clk_period 4.3
set clk_io_pct 0.2

create_clock -name clk0 -period $clk_period [get_ports {clk}]

set non_clock_inputs [all_inputs -no_clocks]
set_input_delay [expr $clk_period * $clk_io_pct] -clock clk0 $non_clock_inputs
set_output_delay [expr $clk_period * $clk_io_pct] -clock clk0 [all_outputs]
```
`flow/design.v`:
```
`timescale 1ns / 1ps
module bitonic_sorting_recursion #
(
    parameter LOG_INPUT_NUM = 4,  
    parameter DATA_WIDTH = 8,
    parameter LABEL_WIDTH = LOG_INPUT_NUM,
    parameter SIGNED = 0,
    parameter ASCENDING = 1
)
(
    input clk, rst, x_valid,
    input [DATA_WIDTH*(2**LOG_INPUT_NUM)-1 : 0] x,
    input [LABEL_WIDTH*(2**LOG_INPUT_NUM)-1 : 0] x_label,
    output [DATA_WIDTH*(2**LOG_INPUT_NUM)-1 : 0] y,
    output [LABEL_WIDTH*(2**LOG_INPUT_NUM)-1 : 0] y_label,
    output y_valid
);
if (LOG_INPUT_NUM > 1) begin
    wire [DATA_WIDTH*(2**LOG_INPUT_NUM)-1 : 0] stage0_rslt;
    wire [LABEL_WIDTH*(2**LOG_INPUT_NUM)-1: 0] stage0_labl;
    wire stage0_valid;
    bitonic_sorting_recursion #
    (
        .LOG_INPUT_NUM(LOG_INPUT_NUM-1),
        .DATA_WIDTH(DATA_WIDTH),
        .LABEL_WIDTH(LABEL_WIDTH),
        .SIGNED(SIGNED),
        .ASCENDING(ASCENDING)
    )
    inst_stage0_0 
    (
        .clk(clk),
        .rst(rst),
        .x_valid(x_valid),
        .x(x[DATA_WIDTH*(2**(LOG_INPUT_NUM-1))-1:0]),
        .x_label(x_label[LABEL_WIDTH*(2**(LOG_INPUT_NUM-1))-1:0]),
        .y(stage0_rslt[DATA_WIDTH*(2**(LOG_INPUT_NUM-1))-1:0]),
        .y_label(stage0_labl[LABEL_WIDTH*(2**(LOG_INPUT_NUM-1))-1:0]),
        .y_valid(stage0_valid)
    );
    bitonic_sorting_recursion #
    (
        .LOG_INPUT_NUM(LOG_INPUT_NUM-1),
        .DATA_WIDTH(DATA_WIDTH),
        .LABEL_WIDTH(LABEL_WIDTH),
        .SIGNED(SIGNED),
        .ASCENDING(1-ASCENDING)
    )
    inst_stage0_1 
    (
        .clk(clk),
        .rst(rst),
        .x_valid(x_valid),
        .x(x[DATA_WIDTH*(2**LOG_INPUT_NUM)-1:DATA_WIDTH*(2**(LOG_INPUT_NUM-1))]),
        .x_label(x_label[LABEL_WIDTH*(2**LOG_INPUT_NUM)-1:LABEL_WIDTH*(2**(LOG_INPUT_NUM-1))]),
        .y(stage0_rslt[DATA_WIDTH*(2**LOG_INPUT_NUM)-1:DATA_WIDTH*(2**(LOG_INPUT_NUM-1))]),
        .y_label(stage0_labl[LABEL_WIDTH*(2**LOG_INPUT_NUM)-1:LABEL_WIDTH*(2**(LOG_INPUT_NUM-1))]),
        .y_valid()
    );
    bitonic_sorting_recursion_submodule #
    (
        .LOG_INPUT_NUM(LOG_INPUT_NUM),
        .DATA_WIDTH(DATA_WIDTH),
        .LABEL_WIDTH(LABEL_WIDTH),
        .SIGNED(SIGNED),
        .ASCENDING(ASCENDING)
    )
    inst_stage1 
    (
        .clk(clk),
        .rst(rst),
        .x_valid(stage0_valid),
        .x(stage0_rslt),
        .x_label(stage0_labl),
        .y(y),
        .y_label(y_label),
        .y_valid(y_valid)
    );
end else if (LOG_INPUT_NUM == 1) begin
    input_2 #
    (
        .DATA_WIDTH(DATA_WIDTH),
        .LABEL_WIDTH(LABEL_WIDTH),
        .SIGNED(SIGNED),
        .ASCENDING(ASCENDING)
    )
    input_2_stage0_1 
    (
        .clk(clk),
        .rst(rst),
        .x_valid(x_valid),
        .x_0(x[DATA_WIDTH-1:0]),
        .x_1(x[DATA_WIDTH*2-1:DATA_WIDTH]),
        .x_label_0(x_label[LABEL_WIDTH-1:0]),
        .x_label_1(x_label[LABEL_WIDTH*2-1:LABEL_WIDTH]),
        .y_0(y[DATA_WIDTH-1:0]),
        .y_1(y[DATA_WIDTH*2-1:DATA_WIDTH]),
        .y_label_0(y_label[LABEL_WIDTH-1:0]),
        .y_label_1(y_label[LABEL_WIDTH*2-1:LABEL_WIDTH]),
        .y_valid(y_valid)
    );
end
endmodule
`timescale 1ns / 1ps
module bitonic_sorting_recursion_submodule #
(
    parameter LOG_INPUT_NUM = 4,  
    parameter DATA_WIDTH = 8,
    parameter LABEL_WIDTH = 4,
    parameter SIGNED = 0,
    parameter ASCENDING = 1
)
(
    input clk, rst, x_valid,
    input [DATA_WIDTH*(2**LOG_INPUT_NUM)-1 : 0] x,
    input [LABEL_WIDTH*(2**LOG_INPUT_NUM)-1 : 0] x_label,
    output [DATA_WIDTH*(2**LOG_INPUT_NUM)-1 : 0] y,
    output [LABEL_WIDTH*(2**LOG_INPUT_NUM)-1 : 0] y_label,
    output y_valid
);
if (LOG_INPUT_NUM > 1) begin
    wire [DATA_WIDTH*(2**LOG_INPUT_NUM)-1 : 0] stage0_rslt;
    wire [LABEL_WIDTH*(2**LOG_INPUT_NUM)-1: 0] stage0_labl;
    wire stage0_valid;
    genvar i;
    for ( i = 0; i < (2**(LOG_INPUT_NUM-1)); i = i + 1) begin: stage0
        input_2 #
        (
            .DATA_WIDTH(DATA_WIDTH),
            .LABEL_WIDTH(LABEL_WIDTH),
            .SIGNED(SIGNED),
            .ASCENDING(ASCENDING)
        )
        input_2_stage0
        (
            .clk(clk),
            .rst(rst),
            .x_valid(x_valid),
            .x_0(x[DATA_WIDTH*(i+1)-1:DATA_WIDTH*i]),
            .x_1(x[DATA_WIDTH*(i+1+(2**(LOG_INPUT_NUM-1)))-1:DATA_WIDTH*(i+(2**(LOG_INPUT_NUM-1)))]),
            .x_label_0(x_label[LABEL_WIDTH*(i+1)-1:LABEL_WIDTH*i]),
            .x_label_1(x_label[LABEL_WIDTH*(i+1+(2**(LOG_INPUT_NUM-1)))-1:LABEL_WIDTH*(i+(2**(LOG_INPUT_NUM-1)))]),
            .y_0(stage0_rslt[DATA_WIDTH*(i+1)-1:DATA_WIDTH*i]),
            .y_1(stage0_rslt[DATA_WIDTH*(i+1+(2**(LOG_INPUT_NUM-1)))-1:DATA_WIDTH*(i+(2**(LOG_INPUT_NUM-1)))]),
            .y_label_0(stage0_labl[LABEL_WIDTH*(i+1)-1:LABEL_WIDTH*i]),
            .y_label_1(stage0_labl[LABEL_WIDTH*(i+1+(2**(LOG_INPUT_NUM-1)))-1:LABEL_WIDTH*(i+(2**(LOG_INPUT_NUM-1)))]),
            .y_valid(stage0_valid)
        );
    end
    bitonic_sorting_recursion_submodule #
    (
        .LOG_INPUT_NUM(LOG_INPUT_NUM-1),
        .DATA_WIDTH(DATA_WIDTH),
        .LABEL_WIDTH(LABEL_WIDTH),
        .SIGNED(SIGNED),
        .ASCENDING(ASCENDING)
    )
    inst_stage1_0 
    (
        .clk(clk),
        .rst(rst),
        .x_valid(stage0_valid),
        .x(stage0_rslt[DATA_WIDTH*(2**(LOG_INPUT_NUM-1))-1:0]),
        .x_label(stage0_labl[LABEL_WIDTH*(2**(LOG_INPUT_NUM-1))-1:0]),
        .y(y[DATA_WIDTH*(2**(LOG_INPUT_NUM-1))-1:0]),
        .y_label(y_label[LABEL_WIDTH*(2**(LOG_INPUT_NUM-1))-1:0]),
        .y_valid(y_valid)
    );
    bitonic_sorting_recursion_submodule #
    (
        .LOG_INPUT_NUM(LOG_INPUT_NUM-1),
        .DATA_WIDTH(DATA_WIDTH),
        .LABEL_WIDTH(LABEL_WIDTH),
        .SIGNED(SIGNED),
        .ASCENDING(ASCENDING)
    )
    inst_stage1_1 
    (
        .clk(clk),
        .rst(rst),
        .x_valid(stage0_valid),
        .x(stage0_rslt[DATA_WIDTH*(2**LOG_INPUT_NUM)-1:DATA_WIDTH*(2**(LOG_INPUT_NUM-1))]),
        .x_label(stage0_labl[LABEL_WIDTH*(2**LOG_INPUT_NUM)-1:LABEL_WIDTH*(2**(LOG_INPUT_NUM-1))]),
        .y(y[DATA_WIDTH*(2**LOG_INPUT_NUM)-1:DATA_WIDTH*(2**(LOG_INPUT_NUM-1))]),
        .y_label(y_label[LABEL_WIDTH*(2**LOG_INPUT_NUM)-1:LABEL_WIDTH*(2**(LOG_INPUT_NUM-1))]),
        .y_valid()
    );
end else if (LOG_INPUT_NUM == 1) begin
    input_2 #
    (
        .DATA_WIDTH(DATA_WIDTH),
        .LABEL_WIDTH(LABEL_WIDTH),
        .SIGNED(SIGNED),
        .ASCENDING(ASCENDING)
    )
    input_2_stage0_1 
    (
        .clk(clk),
        .rst(rst),
        .x_valid(x_valid),
        .x_0(x[DATA_WIDTH-1:0]),
        .x_1(x[DATA_WIDTH*2-1:DATA_WIDTH]),
        .x_label_0(x_label[LABEL_WIDTH-1:0]),
        .x_label_1(x_label[LABEL_WIDTH*2-1:LABEL_WIDTH]),
        .y_0(y[DATA_WIDTH-1:0]),
        .y_1(y[DATA_WIDTH*2-1:DATA_WIDTH]),
        .y_label_0(y_label[LABEL_WIDTH-1:0]),
        .y_label_1(y_label[LABEL_WIDTH*2-1:LABEL_WIDTH]),
        .y_valid(y_valid)
    );
end
endmodule
`timescale 1ns / 1ps
module bitonic_sorting_top #
(
    parameter LOG_INPUT_NUM = 4,  
    parameter DATA_WIDTH = 8,
    parameter LABEL_WIDTH = LOG_INPUT_NUM,
    parameter SIGNED = 0,
    parameter ASCENDING = 1
)
(
    input clk, rst, x_valid,
    input [DATA_WIDTH*(2**LOG_INPUT_NUM)-1 : 0] x,
    input [LABEL_WIDTH*(2**LOG_INPUT_NUM)-1 : 0] x_label,
    output [DATA_WIDTH*(2**LOG_INPUT_NUM)-1 : 0] y,
    output [LABEL_WIDTH*(2**LOG_INPUT_NUM)-1 : 0] y_label,
    output y_valid
);
bitonic_sorting_recursion # 
(
    .LOG_INPUT_NUM(LOG_INPUT_NUM),
    .DATA_WIDTH(DATA_WIDTH),
    .LABEL_WIDTH(LABEL_WIDTH),
    .SIGNED(SIGNED),
    .ASCENDING(ASCENDING)
)
bitonic_sorting_inst
(
    .clk(clk),
    .rst(rst),
    .x_valid(x_valid),
    .x(x),
    .x_label(x_label),
    .y(y),
    .y_label(y_label),
    .y_valid(y_valid)
);
endmodule
`timescale 1ns / 1ps
module input_2 #
(
    parameter DATA_WIDTH = 8,
    parameter LABEL_WIDTH = 1,
    parameter SIGNED = 0,
    parameter ASCENDING = 1
)
(
    input clk, rst, x_valid,
    input [DATA_WIDTH-1 : 0] x_0, x_1,
    input [LABEL_WIDTH-1 : 0] x_label_0, x_label_1,
    output reg [DATA_WIDTH-1 : 0] y_0, y_1,
    output reg [LABEL_WIDTH-1 : 0] y_label_0, y_label_1,
    output reg y_valid
);
always @ (posedge clk)
begin
    if (rst == 1'b1) begin
        y_0 <= 0;
        y_1 <= 0;
        y_valid <= 0;
    end else begin
        y_valid <= x_valid;
        if (SIGNED == 0) begin
            if (ASCENDING == 1) begin
                if ($unsigned(x_0) < $unsigned(x_1)) begin
                    y_0 <= x_0;
                    y_label_0 <= x_label_0;
                    y_1 <= x_1;
                    y_label_1 <= x_label_1;
                end else begin
                    y_0 <= x_1;
                    y_label_0 <= x_label_1;
                    y_1 <= x_0;
                    y_label_1 <= x_label_0;
                end
            end else if (ASCENDING == 0) begin
                if ($unsigned(x_0) > $unsigned(x_1)) begin
                    y_0 <= x_0;
                    y_label_0 <= x_label_0;
                    y_1 <= x_1;
                    y_label_1 <= x_label_1;
                end else begin
                    y_0 <= x_1;
                    y_label_0 <= x_label_1;
                    y_1 <= x_0;
                    y_label_1 <= x_label_0;
                end
            end
        end else if (SIGNED == 1) begin
            if (ASCENDING == 1) begin
                if ($signed(x_0) < $signed(x_1)) begin
                    y_0 <= x_0;
                    y_label_0 <= x_label_0;
                    y_1 <= x_1;
                    y_label_1 <= x_label_1;
                end else begin
                    y_0 <= x_1;
                    y_label_0 <= x_label_1;
                    y_1 <= x_0;
                    y_label_1 <= x_label_0;
                end
            end else if (ASCENDING == 0) begin
                if ($signed(x_0) > $signed(x_1)) begin
                    y_0 <= x_0;
                    y_label_0 <= x_label_0;
                    y_1 <= x_1;
                    y_label_1 <= x_label_1;
                end else begin
                    y_0 <= x_1;
                    y_label_0 <= x_label_1;
                    y_1 <= x_0;
                    y_label_1 <= x_label_0;
                end
            end
        end
    end
end
endmodule
```
==> out/results.tsv <==
metric	value	unit
worst_pin_slew	1.037	ns
grt_max_degree	130	
via_per_inst	5.190	
coreArea	0.1721	mm^2
total_power	70340	uW
maxSlewViolCount	0	
worstPathArrival	3.72	ns
fp_util	0.5049	
largest_area_cell	dfxtp_1	
layout-drive-gt1-share	0.1357	
synth_top_area_share	0.2972	
status	finished, final reports clean	
fin_skew	0.02896	ns
die_h	418.9	um
rsz0062_at_grt	false	
setup_tns	0	ns
comb_power_share	0.375	
cts.root.buffer_cell	clkbuf_16	
rows	152	
yosys-stat-cells	7672	
vdd_drop_max	0.0004923	V
ys_ff	1930	
critPathTopFamily	AND-OR/OR-AND gates	
slowest_stage	mux2i_1	
syn_area	0.08690	mm^2
synth_top_flop_cell	dfxtp_1	
most-common-layout-cells	nand2_1, dfxtp_1, mux2i_1	
wl	226900	um
cts_hold_buf	0	
crit_buf_inv	0	
p_per_area	701.5	mW/mm^2
ys_seq_share	0.5183	
hold_viol	0	
cap_violations	0	
ys_types	40	
fmax	324.3	MHz
final_util	0.5826	
mux_area_frac	0.2267	
gr-total-overflow	0	
worst-path-max-fanout	12	
dp_hpwl	181500	um
ys_sh_simple	0.08168	
ios	388	
end_kind	flop	
synth_warnings	6	
avgRoutedWirePerCell	21.46	um
async_flop_share	0	
htreeDepth	4	
slew-limit-headroom	0.2888	
ant_nets	0	
clkTransAtPathRegs	0.06	ns
cp_cell_sequence	ha_1 > a21oi_1 > o21ai_0 > a21oi_1 > o211a_1 > mux2i_1	
first_global_vias	53610	
dp.cells	10190	
postCtsSetupBuffers	0	
area_growth	15.39	%
xor_share	0	
fin_crit_sh	0.7170	
first_iter_violations	3119	
die_area	0.1755	mm^2
synthCells	7672	
placed_cell_area	0.09351	mm^2
period_minus_slack	3.083	ns
cts_resized	0	
clk_latency	0.85	ns
die_w	418.9	um
cts_tree	done	
place_congestion	1.012	
grt.total_usage	0.2729	
setup_violations	0	
design_area	0.1003	mm^2
path_common_cell	a21oi_1	
slowest_delay	0.93	ns
topCellsByArea	dfxtp_1, edfxtp_1, mux2i_1, ha_1, mux2_2	
drc	0	
cts_buffer_depth	3	
grt_antenna_before_repair	8	
intPower	46820	uW
cts_sinks	1930	
tool_warnings	32	
grt_pass1_wl	336100	um
hold_class	flop to flop	
netlist_logic_family_top	multiplexers	
critPathKind	flop to flop	
synthAdderAreaFrac	0.08408	
pwr-share-seq	0.378	
stdcell_count	10570	
netSwitchingPower	23520	uW
port_buffers	387	
cts_buffers	198	
first_pass_iters	5	
swShare	0.3344	
required	4.94	ns
edf_count	640	
syn_area_per_cell	11.33	um^2
via_count	54870	
pwr-share-clk	0.248	
compound_area_frac	0.04777	
yosys-stat-area	0.08690	mm^2
start_kind	flop	
leakage	0.04145	uW
layout_top_cell	nand2_1	
-- kinds of logic after synthesis --
family                     count (synthesis)
AOI/OAI and AO/OA                        640
and+or+nand+nor                         1724
adders and majority gates                584
muxes                                   1888
buffers and inverters                    906
DFF                                     1930
-- per-stage QoR --
step | setup slack [ns] | hold WS [ns]
floorplan | 0.9475 | 0.4138
global placement | 0.8295 | 0.4174
detailed placement | 0.8540 | 0.4247
CTS | 1.366 | 0.4324
global route | 1.252 | 0.4468
finish | 1.217 | 0.4258
-- path summary, 6_finish.rpt --
kind	slack [ns]	startpoint	cells after the start	endpoint
max	1.22	flop	6	flop
min	0.43	flop	1	flop
max reg2reg	1.22	flop	6	flop
min reg2reg	0.43	flop	1	flop
-- power groups by stage --
stage                 Combinational [uW]  Clock, uW  Sequential, uW
after CTS                          26500      17800           26600
after global routing               28100      18500           26900
final                              26400      17400           26600
-- synthesized netlist by cell type, drive strengths merged, types with 7 or more instances --
library cell / n
a21o: 56
a21oi: 262
a22oi: 16
a32oi: 14
and3: 56
buf: 168
clkbuf: 152
dfxtp: 1290
edfxtp: 640
ha: 584
inv: 586
mux2: 640
mux2i: 1248
nand2: 1449
nand2b: 12
nand3: 17
nand4: 66
nor2: 15
nor2b: 99
o211a: 54
o211ai: 108
o21ai: 81
o22a: 13
o22ai: 17
or3: 7
-- metal layers --
layer,vias up,share of wire,global-route usage
li1,27620,-,-
met1,25810,0.44,0.3944
met2,1126,0.47,0.4258
met3,317,0.055,0.06116
met4,2,0.041,0.08922
met5,-,0.000057,0
-- worst reg2reg max path: cells and delay by family, from the launching register on --
family	cells	cell delay (ns)
AOI/OAI and AO/OA	4	1.06
muxes	1	0.93
DFF	1	0.57
adders and majority gates	1	0.33
-- layout make-up --
type	count	area, um^2
multi-input cells	4836	38260
diodes	7	17.52
repair buffers	525	5110
flip-flops and latches	1930	45040
clock buffers	279	5848
clock inverters	99	897.1
well taps	2310	2890
inverters	586	2207
fillers	13900	71840
No activity file was given, so power comes from the tool's default toggle rates.
